**design/flow/design.v**
```verilog
`timescale 1ns / 1ps 
`default_nettype none	
module pc_Decider(
input wire Clock,
input wire Reset,
output wire [9:0]wIP,
input wire wBranchTaken,
input wire wJumpTaken,
input wire [9:0] wBranchAddress
);
wire [9:0] concatenation1;
wire [9:0] concatenation2;
wire [9:0]wInitialIP;
wire [9:0] wIP_temp;
wire [9:0]wDestination;
reg [9:0] rTemp;
assign wDestination = rTemp;
assign wInitialIP = (Reset) ? 10'b0 : rTemp;
assign wIP = (wBranchTaken|wJumpTaken) ? wInitialIP : wIP_temp;
assign concatenation1 = {5'b00000,wBranchAddress[4],wBranchAddress[3],wBranchAddress[2],wBranchAddress[1],wBranchAddress[0]};
assign concatenation2 = {5'b00000,wBranchAddress[4],wBranchAddress[3],wBranchAddress[2],wBranchAddress[1],wBranchAddress[0]};
	UPCOUNTER_POSEDGE IP(
	.Clock(Clock), 
	.Reset(Reset |wBranchTaken|wJumpTaken),
	.Initial(wInitialIP + 10'b0),
	.Enable(1'b1),
	.Q(wIP_temp)
	);
	always @(*)
	begin
	if(wJumpTaken)
	begin
		rTemp <= wBranchAddress;
	end
	else if(wBranchTaken)
		if( wBranchAddress[5])
			rTemp <= wIP_temp - concatenation1;
		if( ~wBranchAddress[5]) 
			rTemp <= wIP_temp + concatenation2;
	end
endmodule
module UPCOUNTER_POSEDGE 
(
input wire Clock, Reset,
input wire [9:0] Initial,
input wire Enable,
output reg [ 9:0] Q
);
  always @(posedge Clock)
  begin
      if (Reset)
        Q <= Initial;
      else
		begin
		if (Enable)
			Q <= Q + 1;
		end			
  end
endmodule
```
**design/flow/run.sh**
```bash
#!/bin/bash
# OpenROAD 26Q1-2900-gdf79404cd8, Yosys 0.63+post, stock flow scripts
make -C /OpenROAD-flow-scripts/flow DESIGN_CONFIG=/design/flow/config.mk WORK_HOME=/design/flow/orfs finish
```
**design/flow/config.mk**
```make
export PLATFORM = sky130hd
export DESIGN_NAME = pc_Decider
export DESIGN_NICKNAME = pc_Decider
export VERILOG_FILES = /design/flow/design.v
export SDC_FILE = /design/flow/constraint.sdc
export NUM_CORES = 4
export LEC_CHECK = 1
export CORE_AREA = 10 10 93 93
export DIE_AREA = 0 0 103 103
```
**design/flow/constraint.sdc**
```tcl
current_design pc_Decider

set clk_period 2.5
set clk_io_pct 0.2

create_clock -name clk0 -period $clk_period [get_ports {Clock}]

set non_clock_inputs [all_inputs -no_clocks]
set_input_delay [expr $clk_period * $clk_io_pct] -clock clk0 $non_clock_inputs
set_output_delay [expr $clk_period * $clk_io_pct] -clock clk0 [all_outputs]
```
==> run summary <==
The flow completed. The synthesized netlist occupies a cell area of 1692 um2. At the end of routability-driven placement, the weighted congestion stood at 0.8136. Fmax landed at 417.9 MHz.

In the synthesized netlist the dominant register cell turns out to be sky130_fd_sc_hd__dlxtn_1. Setup violation total in the final timing report landed at 0. The worst setup path is captured at an output pin.

Per the detail_route log, met2 wirelength is 1722 um. Measured in cells, the most critical reg-to-reg path has a length of 4. Core region area landed at 6756 um2.

Number of warnings in the stage logs landed at 30. In this run the number of H-tree levels came out at 1. Sorting the Yosys area breakdown by cell type puts at the top sky130_fd_sc_hd__dfxtp_1. STA classifies the critical path startpoint as an input port. The synthesized netlist devotes 6.731% of its cell area to XOR and XNOR gates. For this run, the share of the core covered by cells in the final layout is 30.80%. Detailed-placement wirelength estimate landed at 3187 um. Power density over the cells landed at 299.7 nW/um2. Pin slew with the least headroom to its limit landed at 524.9 ps. After layout, the worst setup slack is 107.3 ps. Tally of nets with antenna violations remaining after routing landed at 0.

10 endpoints have no timing constraint. Port buffer count landed at 23. The post-route netlist has 7.661% of its cells at a drive strength greater than 1.

Total number of vias landed at 1557. Overall overflow remaining after global route landed at 0. Register share of total power landed at 32.3%. Count of maximum capacitance violations landed at 0.

Per the post-CTS timing run, clock transition at the registers of the reported paths is 40 ps. The stat command in Yosys gives a chip area of 1692 um2. Largest net degree at the start of global routing landed at 30.

Multiplexer cells account for 3.107% of the synthesized area. Top-level I/O count landed at 24. Final worst hold slack landed at 612.5 ps. At the worst endpoint, the required time is 2000 ps. TritonCTS built the clock tree. The cell-mix breakdown from Yosys lists the simple-gate area share as 29.29%. The OpenROAD report gives the critical path a data arrival time of 1890 ps. The internal portion of the total power is 420.6 uW.

Number of antenna diodes landed at 0. Number of CTS-inserted buffers landed at 3. Synthesized area per cell landed at 7.291 um2.

The synthesis report gives the async set-or-reset register share as 0%. Routed signal wires occupy layers up through met4. Total iterations of the first detailed-routing run landed at 4. Detailed-route iteration 0 reported a violation count of 90. In this run the most critical hold path is launched from IP.Q[0].

The net switching power in the latest report is 203.0 uW. Per the CTS log, the buffer count on the longest clock path is 2. The routed wirelength on the met1 layer is recorded as 2226 um. The synthesis stat section lists a flop and latch total of 20. The synthesized design contains 0 enable-type register cells. The final layout contains routed wiring with a total length of 4148 um. In the routed design, unresolved DRC markers number 0. Global routing used 7.796% of the available tracks. For this design, Yosys synthesis ends with a cell count of 232. Leakage power total landed at 0.8305 nW. The placement stage leaves a total instance area of 2002 um2. Number of rows created at floorplan landed at 30. The first global-routing pass estimated 6824 um of wire. The via count of the first global-routing pass came to 1430. Sorting the synthesized cells by area gives the leading types as sky130_fd_sc_hd__dfxtp_1, sky130_fd_sc_hd__dlxtn_1, sky130_fd_sc_hd__ha_1, sky130_fd_sc_hd__o21ai_0, sky130_fd_sc_hd__nor2_1. Per the detail_route report, vias per standard cell equal 4.747. Register-to-register setup slack landed at 920 ps. Maximum VDD drop landed at 0.0001793 V. Final clock period utilization by the worst path landed at 95.71%. Maximum fanout along the worst path landed at 20.

Number of cells traversed by the worst hold path landed at 3. Setup repair after global routing left no endpoint under its margin.

According to the floorplan report, the die height is 103 um. Of the total power, the share spent switching nets is 32.55%. Hold-check failures listed in the final report amount to 0. The flow ran to the end, and the final reports show no timing, DRC or antenna violations. The initial antenna violation count is 0. Per report_power, the clock group accounts for 25.7% of the total. Setup slack after placement landed at -19.46 ps.

In the synthesized netlist, the dominant kind of combinational cell is simple AND/OR/NAND/NOR gates. Post-route standard cell area excluding fillers landed at 2081 um2. The cell-mix breakdown from Yosys lists the compound-gate area share as 21.52%. Max-slew check failures listed in the final report amount to 0.

Combinational logic burns 42.0% of the power. In this run the clock root is driven by a sky130_fd_sc_hd__clkbuf_8. The tightest min-delay check is of the flip-flop to flip-flop type. For hold timing, the worst endpoint is IP.Q[0]. The most common cell in the synthesized netlist is sky130_fd_sc_hd__nor2_1.

The initial utilization of the core area, before any placement, comes to 25.04%. Wire length per cell after detailed routing landed at 12.65 um. Adder-cell share of the synthesized area landed at 10.50%. Clock latency on the worst-skew pair landed at 230 ps. In the detailed route, the total length drawn on met3 is 183 um. Synthesis instantiated 49 different standard cells from the library. The commonest cells after synthesis are sky130_fd_sc_hd__nor2_1, sky130_fd_sc_hd__o21ai_0, sky130_fd_sc_hd__nand2_1. Of the post-synthesis cell area, the dominant cell type holds 11.83%. After layout, the setup clock skew is reported as 2.324 ps. Tally of yosys warning messages landed at 2. The chip occupies 10610 um2. In this run the layout overhead on the synthesized area is reported as 23.00%. The worst setup path is of the input port to output pin kind. The cell count after synthesis came out at 232. Post-route minimum period landed at 2393 ps. The worst register-to-register path begins at IP.Q[1]. The endpoint identified for the worst register-to-register timing path is IP.Q[9]. Number of register pins that no clock reaches landed at 10. Worst relative slew slack landed at 65.00%. Width of the die landed at 103 um. Post-CTS setup repair buffer count landed at 0.
final cells by class:
type | instances | area (um2)
inverters | 12 | 45.04
repair buffers | 30 | 330.3
well taps | 80 | 100.1
flip-flops and latches | 20 | 350.3
fillers | 725 | 4676
clock buffers | 3 | 41.29
multi-input cells | 183 | 1214
per-layer routing:
metal / vias to the layer above / global-route usage, %
met2: 20 / 12.38
met3: 2 / 1.354
met4: 0 / 0.3209
met1: 689 / 11.37
met5: - / 0
li1: 846 / -
cell families after synthesis:
| logic type | count (synthesis) |
|---|---|
| AOI/OAI and AO/OA | 56 |
| xor gates and xnor gates | 13 |
| adders and majority gates | 13 |
| buffers and inverters | 29 |
| DFF | 10 |
| latches | 10 |
| muxes | 5 |
| and+or+nand+nor | 96 |
power by group through the flow:
stage | Sequential [mW] | Clock, mW | Combinational [mW]
CTS | 0.201 | 0.166 | 0.258
global route | 0.204 | 0.175 | 0.295
finish | 0.202 | 0.160 | 0.262
state kept, by name (all words and copies together) (netlist names):
register  cells
rTemp        10
IP.Q         10
how the worst max path moves through the flow:
stage | endpoint | depth (start not counted) | from | slack, ps
after CTS | wIP[6] | 5 | Reset | 40
final | wIP[2] | 5 | Reset | 110
after global routing | wIP[9] | 5 | Reset | 20
placed cells by master (no fill, tap or decap), types with 4 or more instances in the layout:
cell type	instances
sky130_fd_sc_hd__nor3_1	4
sky130_fd_sc_hd__a21oi_1	6
sky130_fd_sc_hd__nor2_1	24
sky130_fd_sc_hd__nand2_1	20
sky130_fd_sc_hd__dfxtp_1	10
sky130_fd_sc_hd__dlxtn_1	10
sky130_fd_sc_hd__inv_1	12
sky130_fd_sc_hd__a211oi_1	8
sky130_fd_sc_hd__nand3_1	5
sky130_fd_sc_hd__nand2b_1	10
sky130_fd_sc_hd__ha_1	11
sky130_fd_sc_hd__xnor2_1	8
sky130_fd_sc_hd__nor2b_1	8
sky130_fd_sc_hd__buf_4	4
sky130_fd_sc_hd__xor2_1	5
sky130_fd_sc_hd__o21ai_0	21
sky130_fd_sc_hd__and3_1	5
sky130_fd_sc_hd__nand3b_1	4
sky130_fd_sc_hd__clkdlybuf4s50_1	21
through the flow:
step / setup TNS [ps] / instances / power [mW]
after floorplan: 0 / 232 / 0.3747
after global placement: 0 / 324 / 0.4589
after detailed placement: -19.46 / 324 / 0.4599
after CTS: 0 / 327 / 0.6254
after global routing: 0 / 328 / 0.6741
final: 0 / 328 / 0.6236
critical path, cell delays in order:
cell and delay [ps]:
sky130_fd_sc_hd__clkdlybuf4s50_1 450, sky130_fd_sc_hd__buf_12 170, sky130_fd_sc_hd__nand2b_1 130, sky130_fd_sc_hd__o21ai_0 130
sky130_fd_sc_hd__clkdlybuf4s50_1 500
what timing repair did:
action	4_1_cts	5_1_grt
hold buffers	0	0
resized	1	6
gates cloned	0	1
endpoints found under the setup margin	3	5
pin swaps	0	0
Power and IR drop assume default switching activity.
