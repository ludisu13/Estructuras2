==> flow/design.v <==
`timescale 1ns / 1ps 
`default_nettype none	
`timescale 1ns / 1ps
module MEMORY	 # ( parameter DATA_WIDTH= 8, parameter ADDR_WIDTH=10, parameter MEM_SIZE=1024 )
(
	input wire						Clock,
	input wire						iWriteEnable,
	input wire[ADDR_WIDTH-1:0]		iAddress,
	input wire						iReadtoa,
	input wire						iReadtob,
	input wire[DATA_WIDTH-1:0]		 iDataIn,
	output reg [DATA_WIDTH-1:0] 	oDataOuta,
	output reg [DATA_WIDTH-1:0] 	oDataOutb
);
reg [DATA_WIDTH-1:0] Memory [MEM_SIZE:0];		
always @(posedge Clock) 
begin 
		if (iWriteEnable) 
			Memory[iAddress] <= iDataIn; 
		else if (!iWriteEnable && iReadtoa && !iReadtob)	
			oDataOuta <= Memory[iAddress]; 
		else if (!iWriteEnable && !iReadtoa && iReadtob)	
			oDataOutb <= Memory[iAddress];  
		else
			oDataOuta <= 8'bz;
			oDataOutb <= 8'bz;
end 
endmodule
==> flow/run.sh <==
#!/bin/bash
# OpenROAD 26Q1-2900-gdf79404cd8, Yosys 0.63+post, stock flow scripts
make -C /OpenROAD-flow-scripts/flow DESIGN_CONFIG=/design/flow/config.mk WORK_HOME=/design/flow/orfs finish
==> flow/config.mk <==
export PLATFORM = sky130hd
export DESIGN_NAME = MEMORY
export DESIGN_NICKNAME = MEMORY
export VERILOG_FILES = /design/flow/design.v
export SDC_FILE = /design/flow/constraint.sdc
export NUM_CORES = 4
export LEC_CHECK = 1
export CORE_UTILIZATION = 30
export SYNTH_MEMORY_MAX_BITS = 65536
==> flow/constraint.sdc <==
current_design MEMORY

set clk_period 50.8
set clk_io_pct 0.2

create_clock -name clk0 -period $clk_period [get_ports {Clock}]

set non_clock_inputs [all_inputs -no_clocks]
set_input_delay [expr $clk_period * $clk_io_pct] -clock clk0 $non_clock_inputs
set_output_delay [expr $clk_period * $clk_io_pct] -clock clk0 [all_outputs]
==> results_dict.tcl <==
# implementation run metrics
set metrics [dict create \
    dp_hpwl_um 549000 \
    std_cell_rows 376 \
    gp_congestion 0.904 \
    die_h_um 1030 \
    clkPwrFrac 0.417 \
    setup_viol 0 \
    grt_overflow 0 \
    p_seq_frac 0.538 \
    internal-power_mw 10.9 \
    cp-start-kind "input port" \
    max-cap-violations 0 \
    crit_type "input port to flip-flop" \
    clock_latency_ns 1.15 \
    place_ws_ns 30.63 \
    fillCellCount 97000 \
    reg2reg_from "Memory[151][7]" \
    drtAntennaViolNets 0 \
    edf_count 8200 \
    die_area_um2 1060000 \
    comb_area_um2 64500 \
    cts_root_buf "clkbuf_16" \
    synthFlopType "edfxtp_1" \
    ys_seq_share 0.779 \
    warnings 61 \
    area_growth_pct 13.9 \
    postCtsHoldBufs 0 \
    max_freq_mhz 52.3 \
    synth-async-reset-ratio 0 \
    combPwrFrac 0.045 \
    ioPinCount 38 \
    wirelength_um 890000 \
    mux_share 0.130 \
    vias_per_cell 5.03 \
    numCtsBuffers 805 \
    yosys_warnings 3 \
    synth_cell_type_count 49 \
    dp.cells 31200 \
    drcViolationCount 0 \
    ys_sh_xor 0 \
    grt_first_pass_wirelength_um 1260000 \
    clockBufferDepth 4 \
    p_switching_mw 2.97 \
    finalNonFillerCells 32800 \
    avgSynthCellArea_um2 17.9 \
    netlist_area_um2 316000 \
    fin_crit_sh 0.377 \
    rsz0062_at_grt "false" \
    min_from "Memory[953][1]" \
    worstSetupEndpointType "flip-flop" \
    cts_resized 0 \
    yosysCellCount 17600 \
    crit_fanout 85 \
    first_iter_violations 11400 \
    io_buffers 29 \
    clk_pin_slew_ns 0.06 \
    worst_pin_slew_ns 1.18 \
    aoi_share 0.0450 \
    numSynthFlops 8200 \
    wire_per_inst_um 27.1 \
    cts_tree "done" \
    antenna_found_initial 54 \
    critPathLaunch "iAddress[1]" \
    hold_violations 0 \
    grt_pass1_vias 172000 \
    drive_gt1_frac 0.0995 \
    setup_tns_ns 0 \
    worstPathRequired_ns 51.68 \
    lay_top_cells "8200 x edfxtp_1, 4096 x mux2i_1, 2048 x o22ai_1, 1067 x nor2_1, 813 x clkbuf_16" \
    leakage_nw 120 \
    fp_util 0.301 \
    ys_top_logic_family "multiplexers" \
    synth-simple-area-share 0.0279 \
    final.setup_skew_ns 0.0747 \
    dieWidth_um 1030 \
    grt.total_usage 0.175 \
    worstPathArrival_ns 20.01 \
    worstHoldPathType "flip-flop to flip-flop" \
    cts.sinks 8200 \
    layout_setup_ws_ns 31.67 \
    core_um2 1050000 \
    htree_num_levels 6 \
    grt_max_degree 114 \
    synthAdderAreaFrac 0 \
    finish.utilization 0.343 \
    status "finished clean" \
    mostFrequentLayoutCell "edfxtp_1" \
    num_vias 165000 \
    min_period_ns 19.13 \
    postCtsSetupBuffers 0 \
    maxSlewHeadroom 0.215 \
    power_density_nw_per_um2 38.5 \
    vdd_drop_max_uv 40.3 \
    synth_chip_area_um2 316000 \
    syn_inst 17600 \
    switching_share 0.215 \
    regArea_um2 246000 \
    slew_violations 0 \
    dr.pass1.iters 9 \
]
cells by family (layout without fill, tap and decap cells):
kind of cell           count (synthesis)  count (layout)
buffers and inverters               1161            2209
AND-OR/OR-AND                       2258            2258
other                                  1              92
multiplexers                        4096            4096
AND/OR/NAND/NOR                     1931            1931
flip-flops                          8200            8200
power by group through the flow:
stage / clock, mW / sequential, mW / combinational [mW]
final: 5.78 / 7.45 / 0.617
after global routing: 6.11 / 7.45 / 0.653
after CTS: 5.85 / 7.45 / 0.615
per-layer routing:
layer,vias up,share of wire,track usage
met5,-,0.0014,0.00559
met2,8894,0.45,0.258
met1,82000,0.33,0.189
met4,94,0.044,0.0652
li1,72100,-,-
met3,1673,0.18,0.140
area by class of cell:
cell class | instances | share of cell area
repair buffers | 725 | 0.0164
well taps | 14000 | 0.0486
clock buffers | 998 | 0.0585
multi-input cells | 8293 | 0.179
inverters | 3 | 0.0000313
clock inverters | 483 | 0.0125
diodes | 84 | 0.000584
flip-flops and latches | 8200 | 0.684
registers in the layout (all words and copies together) (netlist names):
signal	count
Memory	8192
oDataOuta	8
worst max-delay path: stages:
cell and delay [ns]:
buf_16 0.25, buf_4 0.69, buf_4 0.69, buf_4 0.59, buf_4 0.57, buf_4 0.53
buf_4 0.55, buf_4 0.63, buf_4 0.76, buf_4 0.59, buf_4 0.63, buf_4 0.61
mux2i_1 0.26, o22ai_1 0.15, nor4_1 0.37, buf_4 0.17, nand3_1 0.16, a31oi_1 0.35
buf_4 0.18, nand4_1 0.25, o21ai_0 0.21, a2111oi_2 0.06
through the flow:
stage | instance area [um2] | hold slack, ns | total power [mW]
2_1_floorplan | 316000 | 0.908 | 7.89
3_3_place_gp | 334000 | 1.07 | 8.20
3_5_place_dp | 334000 | 1.06 | 8.21
4_1_cts | 360000 | 1.08 | 13.9
5_1_grt | 360000 | 1.14 | 14.2
6_report | 360000 | 1.10 | 13.8
synthesized netlist by cell type, types with 15 or more instances:
| cell type | count | area, um2 |
|---|---|---|
| a21oi_1 | 75 | 375 |
| a22oi_1 | 41 | 308 |
| a31oi_1 | 15 | 93.8 |
| buf_1 | 32 | 120 |
| buf_2 | 538 | 2690 |
| buf_4 | 178 | 1340 |
| clkbuf_1 | 398 | 1490 |
| edfxtp_1 | 8200 | 246000 |
| mux2i_1 | 4096 | 41000 |
| nand2_1 | 244 | 916 |
| nand3_1 | 44 | 220 |
| nor2_1 | 1076 | 4040 |
| nor4_1 | 480 | 3000 |
| o21ai_0 | 21 | 105 |
| o22ai_1 | 2048 | 12800 |
| or4_1 | 26 | 195 |
worst paths after layout:
path,endpoint,slack (ns),cells after the start
max,oDataOuta[7],31.67,22
min,oDataOuta[1],1.10,7
min reg2reg,oDataOuta[1],1.10,7
max reg2reg,oDataOuta[7],46.35,10
No activity file was given, so power comes from the tool's default toggle rates.
