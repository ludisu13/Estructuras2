### flow/run.sh
#!/bin/bash
# OpenROAD 26Q1-2900-gdf79404cd8, Yosys 0.63+post, stock flow scripts
make -C /OpenROAD-flow-scripts/flow DESIGN_CONFIG=/design/flow/config.mk WORK_HOME=/design/flow/orfs finish
### flow/config.mk
export PLATFORM = sky130hd
export DESIGN_NAME = DataPath
export DESIGN_NICKNAME = DataPath
export VERILOG_FILES = /design/flow/design.v
export SDC_FILE = /design/flow/constraint.sdc
export NUM_CORES = 4
export LEC_CHECK = 1
export CORE_UTILIZATION = 50
### flow/constraint.sdc
current_design DataPath

set clk_period 14.6
set clk_io_pct 0.2

create_clock -name clk0 -period $clk_period [get_ports {Clock}]

set non_clock_inputs [all_inputs -no_clocks]
set_input_delay [expr $clk_period * $clk_io_pct] -clock clk0 $non_clock_inputs
set_output_delay [expr $clk_period * $clk_io_pct] -clock clk0 [all_outputs]
### flow/design.v
`timescale 1ns / 1ps 
`default_nettype none	
module DataPath
(
	input wire b_sel,
	input wire a_sel,
	input wire add_sel,
	input wire prod_sel,
	input wire [31:0]Data_A,
	input wire [31:0]Data_B,
	input wire Shift_Enable,
	input wire Clock,
	input wire Reset,
	output reg [63:0]Prod,
	output wire oB_LSB
);
wire [31:0]Mux_B_Out;
wire [31:0]Reg_B_Out;
wire [31:0]Shifted_B;
assign	oB_LSB= Reg_B_Out[0];
assign  Shifted_B = Reg_B_Out >>1;
MUX #(32) Mux_B
(
	.Select(b_sel),
	.Data_A(Shifted_B),
	.Data_B(Data_B),
	.Out(Mux_B_Out)
);
FFD #(32) Reg_B
(
	.Clock(Clock),
	.Reset(Reset),
	.Enable(1),
	.D(Mux_B_Out),
	.Q(Reg_B_Out)
);
wire [63:0]Mux_A_Out;
wire [63:0]Reg_A_Out;
wire [63:0]Shifted_A;
wire [63:0]A_64_Bits;
assign  Shifted_A = {32'b0,Reg_A_Out} <<1;
assign  A_64_Bits = {32'b0,Data_A} ;
MUX #(64) Mux_A
(
	.Select(a_sel),
	.Data_A(Shifted_A),
	.Data_B(A_64_Bits),
	.Out(Mux_A_Out)
);
FFD #(64) Reg_A
(
	.Clock(Clock),
	.Reset(Reset),
	.Enable(1),
	.D(Mux_A_Out),
	.Q(Reg_A_Out)
);
wire [63:0]Mux_Prod_Out;
wire [63:0]Add_Out;
wire [63:0]Sum_Prod;
MUX #(64) Mux_Prod1
(
	.Select(prod_sel),
	.Data_A(Sum_Prod),
	.Data_B(64'b0),
	.Out(Mux_Prod_Out)
);
wire [63:0]Product;
always @ (Product)
	Prod=Product;
FFD #(64) Reg_Prod
(
	.Clock(Clock),
	.Reset(Reset),
	.Enable(1),
	.D(Mux_Prod_Out),
	.Q(Product)
);
ADDER Adder_Prod
(
	.Data_A(Reg_A_Out),
	.Data_B(Product),
	.Result(Add_Out)
);
MUX #(64) Mux_Prod0
(
	.Select(add_sel),
	.Data_A(Add_Out),
	.Data_B(Product),
	.Out(Sum_Prod)
);
endmodule
module MUX #(parameter SIZE=32)
(
	input wire Select,
	input wire [SIZE-1:0]Data_B,
	input wire [SIZE-1:0]Data_A,
	output reg [SIZE-1:0] Out
);
always @(*)
	begin
		if(Select==1)
			Out<=Data_A;
		else if (Select==0)
			Out<=Data_B;
	end
endmodule
module FFD # ( parameter SIZE=32 )
(
	input wire				Clock,
	input wire				Reset,
	input wire				Enable,
	input wire [SIZE-1:0]	D,
	output reg [SIZE-1:0]	Q
);
always @ (posedge Clock) 
begin
	if ( Reset )
		Q <= 0;
	else
	begin	
		if (Enable) 
			Q <= D; 
	end	
end
endmodule
module Shift_Register_Right
(	input wire Clock,
	input wire [31:0]Data,
	input wire Enable,
	output reg [31:0]Shifted_Data
);
	reg newClock;
initial
  begin 
  newClock =0;
  end
  always
	begin
   # 125 newClock  =1;
   # 125 newClock  =0;
	end
	always @(  posedge  newClock)
	if(Enable)
		begin
			Shifted_Data = Data>>1;
		end
	else
		begin
			Shifted_Data = Data;
		end
endmodule
module Shift_Register_Left
(	input wire Clock,
	input wire [31:0]Data,
	input wire Enable,
	output reg [31:0]Shifted_Data
);
reg newClock;
initial
  begin 
  newClock =0;
  end
  always
	begin
   # 125 newClock  =1;
   # 125 newClock  =0;
	end
always @(posedge newClock)
	if(Enable)
		begin
			Shifted_Data = Data<<1;
		end
	else
		begin
			Shifted_Data = Data;
		end
endmodule
module ADDER
(
	input wire [63:0]Data_A,
	input wire [63:0]Data_B,
	output reg [63:0]Result
);
	always @(*)
		begin
			Result <= Data_B + Data_A;
		end
endmodule
==> ds_physical_params.txt <==
Implementation parameters

Parameter                              Value

Outcome
  Result of the run    finished, final reports clean

Final timing
  RSZ-0062 raised after global routing    false
  Period utilisation layout    0.316
  Fin. Hold Viols    0
  Highest attainable clock frequency    217 MHz
  Final period demand of the worst path    4.61 ns
  Measured slew at the worst slew-check pin    0.877 ns
  Slew Viols, Final    0
  Max_slew headroom    0.413
  Worst Slack Setup Final    9.99 ns
  Skew final    0.0143 ns
  Number of setup violations in the final report    0
  Setup tns final    0 ns

CTS
  H-tree level count    4
  Sinks on Clock Net    160
  Setup Buffers After CTS    0
  # hold bufs at CTS    0
  Clock latency of the later-clocked register in the worst-skew pair    0.43 ns
  Number of buffers on the longest clock path    2
  TritonCTS clock tree    built
  Clock buffers created by TritonCTS    17
  Clock Pin Slew Worst Setup and Hold Paths    0.07 ns
  Number of cells upsized or downsized after cts    0
  Root Buffer Master    clkbuf_16

Critical path
  Worst EP arrival    4.90 ns
  Startpoint kind of the worst setup timing path    input port
  Data required time of the worst path    14.88 ns
  R2r worst-path depth    11
  Critical path type    in -> reg
  Maximum fanout count along the critical path    66
  Critical path endpoint category    flop

Yosys
  Top cell type by total area after synthesis    dfxtp_1
  Synthesized area per cell    8.38 µm²
  Top cell type's share of synthesized area    0.354
  Top cells by instance count after synthesis    dfxtp_1 (160), nor2_1 (158), mux2i_1 (91)
  Top FF cell, synth    dfxtp_1
  Top cell type by instance count after synthesis    dfxtp_1
  Ys cells    1078
  Biggest area contributors in the synthesized netlist    dfxtp_1 (35%), mux2i_1 (10%), ha_1 (8.7%)
  Synth async-reset ratio    0
  Number of synthesized register bits    160
  Share of the yosys chip area belonging to registers    0.354
  Yosys Chip Area    9040 µm²
  Number of warnings issued by yosys    9
  Number of distinct library cells after synthesis    61
  Number of instances in the synthesized netlist    1078
  Flip-flops with a built-in enable    0
  Area of the mapped netlist    9040 µm²

GRT
  GR peak layer    met2
  Met1 track demand over resource    0.378
  Wire length of the first global-routing pass    36000 µm
  Largest net degree at the start of global routing    67
  Total grt overflow    0
  Overall track demand over capacity in global routing    0.251
  Vias in the first global route    7192
  Antenna violations before repair    0
  Met2 routing resource usage after global routing    0.400
  Met3 usage    0.0391

Finish
  Layout overhead on the synthesized area    22.6%
  Fraction of final layout cells with drive strength greater than 1    0.0460
  Final std cell area, no fill    11100 µm²
  Final standard cell count with taps included and fillers excluded    1420
  Number of fill cells    1514

Hold path
  Hold path cells    1
  Class of the worst hold path    reg -> reg

Drt
  Routed wire length    22200 µm
  Detail-routed net length per standard cell    15.7 µm
  Drc violations    0
  Via count of the routed design    7857
  Ant diodes    0
  Vias per std cell    5.53
  Post-detailed-route count of antenna-violating nets    0
  DRT iter0 DRCs    399
  First-pass detailed-route iteration total    5

Power
  Static power due to leakage    0.00492 µW
  Power per cell area    88.7 nW/µm²
  IR Drop Worst-Case VDD    122 µV

Place
  Post-place setup slack    9.48 ns
  DP Wirelength    16100 µm
  Post-detailed-placement cell area    10500 µm²
  Placer congestion estimate    0.960
  Number of port buffers    134
  Post-Place Cells    1388

Floorplanning
  Initial Util    0.517
  Die width    136 µm
  Count of pins on the block boundary    136
  Die Outline Area    18600 µm²
  Core region area    17500 µm²
  Die extent in y    136 µm
  Row cnt    48

Job
  Number of max-cap violations    0
  OpenROAD warnings    27
flip-flops by register name, summed over array words and instances (netlist names):
name        cells
Reg_Prod.Q     64
Reg_B.Q        32
Reg_A.Q        64
cell usage in the layout, fill, tap and decap left out, drive strengths merged, types with 6 or more instances in the layout:
cell / count
a211oi: 6
a21o: 42
a21oi: 85
a31oi: 10
and2: 42
and3: 6
buf: 13
clkbuf: 17
clkdlybuf4s50: 130
dfxtp: 160
ha: 63
inv: 20
mux2i: 91
nand2: 85
nand2b: 6
nand3: 22
nand4: 26
nor2: 158
nor3: 12
o211ai: 7
o21ai: 63
o21bai: 8
xnor2: 34
xor2: 17
metal layers:
layer / part of all wire / vias to the layer above
met5: 0 / -
met1: 0.49 / 3613
li1: - / 4061
met4: 0.0099 / 0
met2: 0.46 / 166
met3: 0.041 / 17
path summary, 6_finish.rpt:
kind                                       end           start  slack [ns]
worst max register to register  Reg_Prod.Q[59]  Reg_Prod.Q[18]       11.09
worst min register to register     Reg_A.Q[32]     Reg_A.Q[31]        0.46
worst max-delay path            Reg_Prod.Q[40]           Reset        9.99
worst min-delay path               Reg_A.Q[32]     Reg_A.Q[31]        0.46
worst max-delay path: stages:
cell	delay, ns
buf_2	0.09
buf_4	0.51
nand2b_2	0.25
buf_4	0.47
nor2_1	0.08
buf_4	0.25
a21oi_1	0.17
o311ai_0	0.13
per-stage QoR:
stage / power, µW / util / hold WS [ns]
finish: 982 / 0.634 / 0.456
global route: 1020 / 0.634 / 0.482
detailed placement: 557 / 0.600 / 0.448
global placement: 556 / 0.600 / 0.443
floorplan: 519 / - / 0.432
CTS: 995 / 0.634 / 0.461
kinds of logic after synthesis:
family                     count (synthesis)  share of synthesized area
AOI/OAI and AO/OA                        264                      0.184
DFF                                      160                      0.354
buffers and inverters                     70                     0.0295
and+or+nand+nor                          378                      0.193
xor gates and xnor gates                  51                     0.0494
adders and majority gates                 64                     0.0894
muxes                                     91                      0.101
final cells by class:
class                           count  area, µm²  area share
Multi-Input combinational cell    848       5570       0.503
Sequential cell                   160       3200       0.289
Timing Repair Buffer              143       1390       0.125
Clock buffer                       17        425      0.0384
Tap cell                          225        282      0.0254
Clock inverter                     15        161      0.0146
Inverter                           12       45.0     0.00407
where the power goes:
part / internal (µW) / total (µW) / switching (µW)
Sequential: 449 / 455 / 6.60
Clock: 229 / 436 / 207
Combinational: 46.1 / 90.8 / 44.8
Power and IR drop assume default switching activity.
